## design/flow/design.v

```verilog
`timescale 1ns/1ps
module upCounter(
input clk,
input reset,
output reg [1:0] count
);
always @(posedge clk) begin
    if(reset) begin
        count <= 1'b0;
    end else begin
        count <= count + 1;
    end
end
endmodule 
module shiftReg(
input [7:0] dataIn,
input clk,
input reset,
input load,
input shiftEn,
output [7:0] dataOut,
output shiftOut
);
parameter shiftDir = 1;
reg [7:0] data;
assign shiftOut = data[0];
assign dataOut = data;
always @(posedge clk) begin 
    if(reset) begin
        data <= 0;
    end else if(load) begin
        data <= dataIn;
    end else if(shiftEn) begin
        if(shiftDir == 1) begin
            data <= (data << 1);
        end else begin
            data <= (data >> 1);
        end
    end
end
endmodule 
module FourBitMult(
output [7:0] PRODUCT,
output DONE,
input [3:0] A,
input [3:0] B,
input C,
input GO
);
reg [1:0] State = 0; 
wire [7:0] adderInput;
wire [7:0] adder;
reg clear;
wire [1:0] count;
upCounter Counter(.clk(C), .reset(clear), .count(count) ); 
reg reset, shiftEn, ABload, SumLoad=1; 
wire BShiftOut; 
wire [7:0] AIn; 
wire [7:0] BIn; 
wire [7:0] AOut; 
wire [7:0] SumOut; 
shiftReg #(1)  AShiftReg(.dataIn(AIn), .clk(C), .reset(reset), .load(ABload), .shiftEn(shiftEn), .dataOut(AOut), .shiftOut( ) );
shiftReg #(0) BShiftReg(.dataIn(BIn), .clk(C), .reset(reset), .load(ABload), .shiftEn(shiftEn), .dataOut( ), .shiftOut(BShiftOut) );
shiftReg #(1)  SumShiftReg(.dataIn(adder), .clk(C), .reset(reset), .load(SumLoad), .shiftEn( ), .dataOut(SumOut), .shiftOut( ) );
assign AIn = {4'b0,A}; 
assign BIn = {4'b0,B}; 
assign adderInput = {8{BShiftOut}} & AOut; 
assign adder = adderInput + SumOut; 
assign DONE = !(State ^ 0); 
assign PRODUCT = SumOut; 
always @(posedge C) begin
  if(State == 0) begin  
        clear <= 1;
        reset <= 1;
        ABload <= 0;
        shiftEn <= 0;
        if(GO) begin
            State <= 1;
        end 
  end else if(State == 1) begin
        clear <= 1;
        reset <= 0;
        ABload <= 1;
        shiftEn <= 0;
        State <= 2;
  end else if(State == 2) begin
        clear <= 0;
        reset <= 0;
        ABload <= 0;
        shiftEn <= 1;
        if(count == 3) begin 
            State <= 0;
        end
    end
end
endmodule 
```

## design/flow/run.sh

```bash
#!/bin/bash
# OpenROAD 26Q1-2900-gdf79404cd8, Yosys 0.63+post, stock flow scripts
make -C /OpenROAD-flow-scripts/flow DESIGN_CONFIG=/design/flow/config.mk WORK_HOME=/design/flow/orfs finish
```

## design/flow/config.mk

```make
export PLATFORM = sky130hd
export DESIGN_NAME = FourBitMult
export DESIGN_NICKNAME = FourBitMult
export VERILOG_FILES = /design/flow/design.v
export SDC_FILE = /design/flow/constraint.sdc
export NUM_CORES = 4
export LEC_CHECK = 1
export CORE_AREA = 10 10 102 102
export DIE_AREA = 0 0 112 112
```

## design/flow/constraint.sdc

```tcl
current_design FourBitMult

set clk_period 2.7
set clk_io_pct 0.2

create_clock -name clk0 -period $clk_period [get_ports {C}]

set non_clock_inputs [all_inputs -no_clocks]
set_input_delay [expr $clk_period * $clk_io_pct] -clock clk0 $non_clock_inputs
set_output_delay [expr $clk_period * $clk_io_pct] -clock clk0 [all_outputs]
```

==> design notes <==
With the first-pass GRT wire length at 4.850 mm, the cts-stage hold buffer count is 0. The share of post-route cells with drive strength above 1 was 3.012%. The total congestion overflow came out at 0. After floorplanning, the core was divided into 33 placement rows. The placed wire-length estimate is 2.164 mm. The number of detailed-routing iterations run before antenna repair was 4; the number of hold violations in the final report was 0. Critical path start-end classification: register to primary output.

After routing, the total negative slack on setup checks comes to 0 ns. The number of gates resized after CTS is 0. Setup repair after global routing left no endpoint under its margin. STA classifies the critical path endpoint as a primary output. Entering global routing, the biggest net connects 22 pins. In this run the cell area of the synthesized design comes to 0.001376 mm^2.

Largest vdd supply drop: 0.2236 mV. The later pin in the worst-skew pair is clocked with a latency of 0.27 ns. The data required time reported for the critical path is 2.16 ns. TritonCTS built the clock tree. For this run, design rule violations remaining after detail routing come to 0. Routability-driven placement finished with a final weighted congestion of 0.7551. The CTS buffer count came out at 3. For this block, the via count after detailed routing is 1037. The tools report the chip area from the yosys synthesis statistics as 0.001376 mm^2. The synthesized netlist was found by Yosys to have 150 cells. The longest clock path from root to sink contains 2 buffers. The area growth from synthesis to layout is 25.82%.

In this run the mean area of a mapped cell was 9.175 um^2. On the critical path the largest part of the delay comes from buffers and inverters. The number of post-CTS setup repair buffers was 0. The cell count after synthesis came out at 150. The run gives 1 as the total number of H-tree levels.

The run gives 4 as the count of yosys warnings during synthesis. Detailed-route iteration 0 reported a violation count of 68. The run gives 0 as the initial antenna violation count. According to the floorplan report, the die width is 112 um. Before placement the cells fill 16.75% of the core. According to the timing report, the arrival time at the worst endpoint equals 1.62 ns. In the Yosys report, the sequential cells make up 42.18% of the chip area. Setup violations remaining at the end of the flow were counted as 0. For the pin with the worst max-slew slack, the measured transition is 0.7452 ns. The smallest clock period supported by the final layout is computed as 2.155 ns.

The final critical path takes up 79.82% of the cycle. The OpenROAD warning count is 28. The max-slew violation total from the final report is 0.

For reference, the critical path cell chain is inv_1 -> ha_1 -> clkdlybuf4s50_1. The type of element launching the critical path is a register. The tool flagged a number of max-cap violations equal to 0.

The tools report the highest attainable clock frequency as 464.0 MHz. In the layout the commonest cells are 26 x sky130_fd_sc_hd__dfxtp_1, 24 x sky130_fd_sc_hd__nor2_1, 18 x sky130_fd_sc_hd__clkdlybuf4s50_1. The dominant logic cell type in the layout was sky130_fd_sc_hd__dfxtp_1. The leakage component of the power was reported as 0.7074 nW. Per the detail_route report, routed wire per instance is 10.41 um.

Looking at the critical path, the single cell with the biggest stage delay is sky130_fd_sc_hd__clkdlybuf4s50_1. Number of placed I/O pins: 19. The gate-level netlist out of Yosys references 32 unique cell types. Number of buffers inserted by port buffering: 18.

The logs give 1011 for the via count of the first global-routing pass and 4.476% for the total global routing track utilization. The overall die height was 112 um. The count of placed standard cells in the final layout, fillers left out came out at 271.

The count of state elements after synthesis is 28, and the clock edge transition at the registers on the reported setup and hold paths is 0.10 ns. The region available for standard cell placement spans 0.008217 mm^2. The cell total after placement came out at 267. The number of clock sinks came to 28. The largest fanout of any net on the critical path is 8.

The path category of the worst min-delay check was register to register. The mean number of vias per cell is 3.827, and the buffer-and-inverter tally for the worst setup path is 2. Per STA, the highest per-stage delay on the worst path measures 0.52 ns. Antenna cell count: 0.

The remaining number of nets flagged by the antenna check after routing came out at 0. The run gives 0.4180 ns for the final-layout worst hold slack. For this block, the routed nets add up to 2.822 mm of wire.

In this run the clock root is driven by a sky130_fd_sc_hd__clkbuf_8. The slew check shows that the tightest pin keeps a relative margin of 50.25%. The tools report the worst-case clock skew as 0.001968 ns. The total power per unit cell area was 764.7 mW/mm^2.

For the chip area, the log shows 0.01254 mm^2. The flow ran to the end, and the final reports show no timing, DRC or antenna violations.
==> synth_stat cells, drive strengths merged <==
cell type,instances,share of area (%)
a211oi,2,1.5
a21o,2,1.1
a21oi,10,3.6
a22oi,2,1.1
and2,6,2.7
buf,2,0.91
clkbuf,4,1.1
dfxtp,26,38
edfxtp,2,4.4
fa,1,1.5
ha,12,11
inv,7,1.9
mux2i,11,8.0
nand2,4,1.1
nand2b,1,0.45
nand3,2,0.73
nor2,24,6.5
nor2b,5,2.3
nor3,10,3.6
nor3b,1,0.55
o211a,1,0.73
o211ai,1,0.55
o21a,3,1.6
o21ai,5,1.8
o21bai,2,1.1
o311ai,1,0.64
o31a,1,0.64
or4,1,0.55
xor2,1,0.64
==> routing by layer <==
layer	vias up	track usage (%)	routed length, um
li1	552	-	-
met1	463	6.599	1518
met2	20	6.333	1088
met3	2	1.683	203
met4	0	0.2538	11
met5	-	0	0
==> cell families (layout without fill, tap and decap cells) <==
| logic type | Yosys count | in the layout | synth area share [%] |
|---|---|---|---|
| compound gates | 30 | 30 | 14.36 |
| xor+xnor | 1 | 1 | 0.6365 |
| fa+ha+maj | 13 | 13 | 12.36 |
| buf+inv | 13 | 29 | 3.909 |
| flops | 28 | 28 | 42.18 |
| mux | 11 | 11 | 8.000 |
| simple gates | 54 | 54 | 18.55 |
==> layout make-up <==
| cell class | instances | area (um^2) |
|---|---|---|
| clock inverters | 1 | 30.03 |
| well taps | 105 | 131.4 |
| multi-input cells | 109 | 742.0 |
| repair buffers | 18 | 180.2 |
| flip-flops and latches | 28 | 580.6 |
| inverters | 7 | 26.28 |
| fillers | 894 | 6485 |
| clock buffers | 3 | 41.29 |
==> path summary, 6_finish.rpt <==
kind / startpoint / to / slack [ns] / cells past startpoint
hold reg to reg: Counter.count[0] / Counter.count[0] / 0.42 / 1
hold / removal: Counter.count[0] / Counter.count[0] / 0.42 / 1
setup reg to reg: BShiftReg.data[0] / SumShiftReg.data[6] / 0.71 / 8
setup / recovery: State[0] / DONE / 0.54 / 3
==> power breakdown <==
part	leakage (nW)	internal, mW	switching, mW	total [mW]
clock network	0.0357	0.198	0.133	0.331
logic	0.441	0.169	0.129	0.298
registers	0.231	0.523	0.172	0.695
==> flip-flops by register name, indices dropped and copies added (netlist names) <==
| name | count |
|---|---|
| ABload | 1 |
| AShiftReg.data | 8 |
| BShiftReg.data | 4 |
| Counter.count | 2 |
| State | 2 |
| SumShiftReg.data | 8 |
| clear | 1 |
| reset | 1 |
| shiftEn | 1 |
==> through the flow <==
stage / utilization [%] / setup WS [ns] / instance area, um^2 / power, mW
5_1_grt: 21.08 / 0.4369 / 1732 / 1.429
2_1_floorplan: - / 0.9304 / 1376 / 0.9044
4_1_cts: 21.08 / 0.5005 / 1732 / 1.342
3_5_place_dp: 20.21 / 0.7571 / 1660 / 1.006
3_3_place_gp: 20.21 / 0.8131 / 1660 / 1.002
6_report: 21.08 / 0.5450 / 1732 / 1.324
Power figures rest on the tool's default switching activity, not on a simulated workload.
